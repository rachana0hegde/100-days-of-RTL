`design.v`:
```
`timescale 1ns / 1ps
module single_port_ram
    #(parameter addr_width = 6,
      parameter data_width = 8,
      parameter depth = 128)
     (input [data_width-1:0] data,  
      input [addr_width-1:0] address,  
      input we,clk,                 
      output [data_width-1:0] q);
reg [data_width-1:0] ram [depth-1:0];
reg [addr_width-1:0] addr_reg;
always @(posedge clk)
    begin
        if(we)
           ram[address] <=data; 
        else
           addr_reg <=address;
    end
assign q= ram[addr_reg];
endmodule 
```
`run.sh`:
```
#!/bin/bash
# OpenROAD 26Q1-2900-gdf79404cd8, Yosys 0.63+post, stock flow scripts
make -C /OpenROAD-flow-scripts/flow DESIGN_CONFIG=/design/flow/config.mk WORK_HOME=/design/flow/orfs finish
```
`config.mk`:
```
export PLATFORM = sky130hd
export DESIGN_NAME = single_port_ram
export DESIGN_NICKNAME = single_port_ram
export VERILOG_FILES = /design/flow/design.v
export SDC_FILE = /design/flow/constraint.sdc
export NUM_CORES = 4
export LEC_CHECK = 1
export CORE_UTILIZATION = 50
```
`constraint.sdc`:
```
current_design single_port_ram

set clk_period 13.1
set clk_io_pct 0.2

create_clock -name clk0 -period $clk_period [get_ports {clk}]

set non_clock_inputs [all_inputs -no_clocks]
set_input_delay [expr $clk_period * $clk_io_pct] -clock clk0 $non_clock_inputs
set_output_delay [expr $clk_period * $clk_io_pct] -clock clk0 [all_outputs]
```
==> notes.md <==
Implementation run completed; key figures follow.

Status:
- The flow ran to the end, and the final reports show no timing, DRC or antenna violations.

Yosys:
- The run puts the synthesized area per cell at between 20 and 25 um^2.
- The run puts the area share of the largest cell type after synthesis at 76.5%.
- The run gives the cell count after synthesis as 959.
- The run gives the synthesized area as around 0.020 mm^2.
- The synthesis run shows the most used standard cells to be sky130_fd_sc_hd__edfxtp_1 (518), sky130_fd_sc_hd__mux4_2 (126), sky130_fd_sc_hd__nor2_1 (78).
- Yosys attributes the largest share of cell area to sky130_fd_sc_hd__edfxtp_1 (77%), sky130_fd_sc_hd__mux4_2 (14%), sky130_fd_sc_hd__nor2_1 (1.4%).
- The run puts the yosys stat cell total at 959.
- Looking at the gate-level netlist, the highest instance count belongs to sky130_fd_sc_hd__edfxtp_1.
- The run gives the synthesized flop and latch total as 524.
- The run puts the number of enable-type register cells in the synthesized netlist at around 520.
- Of the synthesized area, sequential elements account for 77.1%.
- The run gives the most used flip-flop cell as sky130_fd_sc_hd__edfxtp_1.
- The run puts the distinct cell type count after synthesis at approximately 40.
- Counting flops with an async set or reset pin after synthesis yields a share of 0%.
- The run puts the yosys synthesis warning count at 1.
- The biggest area contributor in the post-synthesis netlist is sky130_fd_sc_hd__edfxtp_1.
- In the synthesis report, Yosys lists the chip area as 0.0203 mm^2.

Setup path:
- The report shows a maximum critical-path fanout of around 67.
- The run puts the arrival time reported for the critical path endpoint at about 4.4 ns.
- Looking at the setup timing report, the critical path kind is reg2out.
- The worst setup path is captured at an output pin.
- For this run, the slowest stage of the critical path takes 0.75 ns.
- The critical path goes through buf_12 -> buf_4 -> mux4_2 -> a221oi_1 -> nand3_1 -> o211ai_1 -> o31ai_1 -> clkdlybuf4s50_1.
- The worst setup path is launched from a register.
- The run gives the required time at the endpoint of the critical path as around 10 ns.
- On the critical path, the stage with the largest delay is an instance of sky130_fd_sc_hd__dfxtp_4.

Pwr:
- The run puts the power density over cell area at 153 mW/mm^2.
- The completed layout was analyzed and its total power is 3.51 mW.
- The run puts the maximum ir drop on the vdd rail at 0.0963 mV.
- Per the OpenROAD power report, leakage power amounts to 7.21 nW.

GRT:
- Entering global routing, the biggest net connects 68 pins.
- The initial antenna violation count came to 0.
- The run gives the total track usage as 25.5%.
- The first global-routing pass estimated 67.1 mm of wire.
- After global routing the overflow that remains totals 0.
- The number of global-route vias before repair is 10593.

CTS:
- The clock tree synthesis step divided the H-tree into 2 levels.
- Per the CTS log, the buffer count on the longest clock path is 3.
- The run gives the post-CTS setup buffer count as 0.
- The run puts the number of hold buffers added after CTS at 0.
- The run gives the number of sinks handled by clock tree synthesis as 524.
- The run gives the clock tree root driver cell as sky130_fd_sc_hd__clkbuf_16.
- TritonCTS built the clock tree.
- CTS added clock buffers totalling around 53.
- For the worst-skew pair, the clock arrives at the later sink with an insertion delay of 0.59 ns.
- After clock tree synthesis, the repair step resized 0 gates.
- The run gives the clock transition time at the flip-flop clock pins of the worst setup and hold paths as 0.06 ns.

Floorplan:
- Per the OpenROAD floorplan log, the width of the die is 204 um.
- The run puts the die extent in y at 204 um.
- The chip occupies between 0.04 and 0.05 mm^2.
- In the floorplan report the effective utilization is 50.9%.
- The run puts the I/O pin count at 24.
- The run puts the placeable core region at 0.0399 mm^2.
- The floorplan has 73 rows.

Flow run:
- Warnings raised by the tools during the run amount to 25.
- The run puts the number of max-capacitance violations reported at 0.

Route:
- The run gives the post-detailed-route DRC marker count as 0.
- The number of antenna diodes in the final layout is 0.
- The final route contains 9723 vias.
- For this run, the detailed router reports a per-instance via density of 6.03.
- The run gives the number of search-and-repair iterations in the first detailed-routing pass as 5.
- The run gives the routed length per placed instance as 27.6 um.
- After detailed routing, the total wire length is 44.6 mm.
- The run gives the remaining antenna violation count after routing as 0.
- The run puts the violation count after the first detailed-route iteration at roughly 500.

Timing:
- The worst path uses 53.2% of the clock period.
- The run puts the max-slew headroom at the worst pin at 33.6%.
- The run gives the minimum clock period as approximately 7 ns.
- The run gives the final-report hold violation count as 0.
- The final report lists the setup-violating endpoint count as 0.
- The run gives the worst hold margin as 0.470 ns.
- The run puts the clock tree skew after final layout at 0.00314 ns.
- The run gives the number of max-slew violations in the final report as 0.
- Setup repair after global routing left no endpoint under its margin.
- The run gives the fmax as 0.144 GHz.
- The run puts the aggregate negative setup slack at 0 ns.
- The transition time recorded at the tightest slew-check pin is around 0.99 ns.

Final layout:
- The register with the most flip-flops in the layout has 512 of them.
- Once layout is done, the placed cells without fillers occupy ~0.023 mm^2.
- The run gives the combinational gate area as between 0.004 and 0.005 mm^2.
- The run gives the ratio of cells with drive above 1 in the final layout as 25.8%.
- After filler insertion, the fill cell instance count of the layout stands at about 2900.
- For this run, the number of standard cells in the final layout without fillers is about 1600.
- The run puts the area taken by flip-flops and latches at 0.0157 mm^2.
- From synthesis to final layout, the design area changed by 13.0%.

Worst hold path:
- According to the hold report, the worst path is of the reg2reg type.

Place:
- Summed over all nets, the half-perimeter wirelength after detailed placement is between 20 and 30 mm.
- The run puts the placed instance area at about 0.021 mm^2.
- The run gives the total placed cells including tap cells as 1518.
- The run puts the count of buffers inserted at the top-level ports at 23.
- The run puts the final estimated routing congestion in global placement at 0.897.
-- metrics by stage --
| step | setup slack, ns | utilization, % |
|---|---|---|
| floorplan | 8.68 | - |
| detailed placement | 6.69 | 53.6 |
| CTS | 6.04 | 57.6 |
| global placement | 6.69 | 53.6 |
| finish | 6.13 | 57.6 |
| global route | 5.80 | 57.6 |
-- placed cells by master (no fill, tap or decap), types with 4 or more instances in the layout --
cell type                         instances
sky130_fd_sc_hd__nand2b_1                 6
sky130_fd_sc_hd__nand3_1                  9
sky130_fd_sc_hd__nand4_1                  4
sky130_fd_sc_hd__buf_4                   62
sky130_fd_sc_hd__o21ai_0                  7
sky130_fd_sc_hd__a221oi_1                 7
sky130_fd_sc_hd__nor2_1                  78
sky130_fd_sc_hd__nand2_1                 30
sky130_fd_sc_hd__a21oi_1                  6
sky130_fd_sc_hd__clkbuf_16               53
sky130_fd_sc_hd__mux4_2                 126
sky130_fd_sc_hd__clkinv_2                 7
sky130_fd_sc_hd__o22ai_1                 11
sky130_fd_sc_hd__mux2i_1                 25
sky130_fd_sc_hd__clkbuf_1                14
sky130_fd_sc_hd__buf_2                    8
sky130_fd_sc_hd__clkinv_1                13
sky130_fd_sc_hd__edfxtp_1               518
sky130_fd_sc_hd__a32o_1                   5
sky130_fd_sc_hd__clkdlybuf4s50_1         15
sky130_fd_sc_hd__o221ai_1                10
sky130_fd_sc_hd__or2_2                    4
sky130_fd_sc_hd__mux2_2                   6
sky130_fd_sc_hd__nor2b_1                  9
sky130_fd_sc_hd__o21ai_1                  7
sky130_fd_sc_hd__nand3b_1                 5
sky130_fd_sc_hd__and2_1                   6
-- critical path, delay by kind of cell, from the launching register on --
kind / cells / cell delay [ns]
buffers and inverters: 3 / 1.57
DFF: 1 / 0.75
AOI/OAI and AO/OA: 3 / 0.63
muxes: 1 / 0.57
and+or+nand+nor: 1 / 0.11
-- area by class of cell --
type | instances | area share, %
sequential | 524 | 68.3
multi-input combinational | 381 | 19.0
clock buffer | 67 | 6.00
timing repair buffer | 86 | 2.94
tap | 525 | 2.86
clock inverter | 27 | 0.920
inverter | 2 | 0.0327
-- final timing paths --
kind | slack [ns] | end | cells after the start | from
worst min register to register | 0.47 | register | 1 | addr_reg[2]$_DFFE_PN_
worst min-delay path | 0.47 | register | 1 | addr_reg[2]$_DFFE_PN_
worst max-delay path | 6.13 | q[2] | 8 | register
worst max register to register | 12.37 | register | 1 | addr_reg[3]$_DFFE_PN_
-- where the power goes --
group / switching, mW / internal [mW] / total (mW) / leakage [nW]
clock network: 0.597 / 0.799 / 1.40 / 0.772
registers: 0.0154 / 1.86 / 1.87 / 4.72
logic: 0.138 / 0.104 / 0.243 / 1.73
-- per-layer routing --
| metal | routed length [um] | up-vias | GRT usage, % | part of all wire, % |
|---|---|---|---|---|
| met4 | 928 | 2 | 4.32 | 2.1 |
| met2 | 21000 | 561 | 35.4 | 47 |
| met3 | 6460 | 69 | 15.6 | 14 |
| met5 | 80 | - | 1.43 | 0.18 |
| met1 | 16100 | 4914 | 40.1 | 36 |
| li1 | - | 4177 | - | - |
-- cell families after synthesis --
| group | count (synthesis) | synth area share, % |
|---|---|---|
| flip-flops | 524 | 77.1 |
| AND/OR/NAND/NOR | 156 | 3.49 |
| AND-OR/OR-AND | 68 | 2.41 |
| multiplexers | 157 | 15.5 |
| buffers and inverters | 54 | 1.48 |
Power figures rest on the tool's default switching activity, not on a simulated workload.
