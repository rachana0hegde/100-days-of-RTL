===== design/flow/config.mk =====
export PLATFORM = sky130hd
export DESIGN_NAME = dual_port_ram
export DESIGN_NICKNAME = dual_port_ram
export VERILOG_FILES = /design/flow/design.v
export SDC_FILE = /design/flow/constraint.sdc
export NUM_CORES = 4
export LEC_CHECK = 1
export CORE_UTILIZATION = 40

===== design/flow/constraint.sdc =====
current_design dual_port_ram

set clk_period 2.4
set clk_io_pct 0.2

create_clock -name clk0 -period $clk_period [get_ports {clk}]

set non_clock_inputs [all_inputs -no_clocks]
set_input_delay [expr $clk_period * $clk_io_pct] -clock clk0 $non_clock_inputs
set_output_delay [expr $clk_period * $clk_io_pct] -clock clk0 [all_outputs]

===== design/flow/design.v =====
`timescale 1ns / 1ps
module dual_port_ram 
     #(parameter data_width=8,
	   parameter addr_width=4,
	   parameter depth=16)
      ( input clk,
        input wr_en, 
        input [data_width-1:0] data_in,
        input [addr_width-1:0] addr_in_0,    
        input [addr_width-1:0] addr_in_1,    
        input  port_en_0,                    
        input  port_en_1,                    
        output [data_width-1:0] data_out_0,  
        output [data_width-1:0] data_out_1   
    );
reg [data_width-1:0] ram [0:depth-1];
always@(posedge clk)
begin
    if(port_en_0 == 1 && wr_en == 1)    
        ram[addr_in_0] <= data_in;
end
assign data_out_0 = port_en_0 ? ram[addr_in_0] : 'dZ;   
assign data_out_1 = port_en_1 ? ram[addr_in_1] : 'dZ;   
endmodule 

===== design/flow/run.sh =====
#!/bin/bash
# OpenROAD 26Q1-2900-gdf79404cd8, Yosys 0.63+post, stock flow scripts
make -C /OpenROAD-flow-scripts/flow DESIGN_CONFIG=/design/flow/config.mk WORK_HOME=/design/flow/orfs finish

==> impl_metrics.tcl <==
# flow metrics
set metrics [dict create \
    report.power.total_mw 5.79 \
    final_util 0.552 \
    wl_per_cell_um 25.1 \
    worstSetupStartpointType "flip-flop" \
    warning_count 28 \
    ant_nets 0 \
    fa_ha_area_frac 0 \
    pre_cts_ws_ns -0.516 \
    antenna_found_initial 0 \
    setup_viol 1 \
    areaGrowthSynthToFinish_pct 34.3 \
    ys_area_um2 5970 \
    hold_path_class "input pin to flip-flop" \
    xor_share 0 \
    layout_top_cell "edfxtp_1" \
    synthSimpleGateAreaFrac 0.0369 \
    slew_viol_final 0 \
    ys_sh_aoi 0.0402 \
    routed_wl_mm 15.2 \
    core_um2 14500 \
    cts.clk_slew.worst_paths_ns 0.06 \
    cts_htree_levels 4 \
    hold_viol 0 \
    num_rows 44 \
    ir_worst_vdd_mv 0.498 \
    synth.comb.largest_family "multiplexers" \
    fmax_mhz 399 \
    num_io_pins 36 \
    grt_max_degree 17 \
    biggestRegsByFlops "ram x128" \
    p_per_area_nw_per_um2 722 \
    largest_register_ffs 128 \
    slowest_stage "mux4_2" \
    cts_tree "yes" \
    vias 3478 \
    initial_core_util 0.411 \
    fillCellCount 1111 \
    antenna_cells 0 \
    cp_cell_sequence "mux4_2 > a22oi_2 > nand2_1 > clkdlybuf4s50_1" \
    first_pass_iters 4 \
    mux_area_frac 0.254 \
    critPathKind "flip-flop to output port" \
    dp_hpwl_mm 9.60 \
    cts_sinks 128 \
    drive_gt1_frac 0.511 \
    port-buffer-count 34 \
    timing.final.crit_share 1.04 \
    max-clock-path-buffers 2 \
    relSlewSlack 0.599 \
    max_stage_delay_ns 0.49 \
    leakage_nw 2.78 \
    crit_path_end_kind "output port" \
    drt_iter0_markers 281 \
    layout_setup_ws_ns -0.104 \
    cap_viol_max_count 0 \
    die_h_um 124 \
    grt_remaining_overflow 0 \
    setup-tns-final_ns -0.104 \
    gp_congestion 0.870 \
    status "finished with violations" \
    crit_required_ns 1.92 \
    ys_cells 295 \
    violations "setup timing" \
    syn_area_um2 5970 \
    crit_path_max_fanout 2 \
    ys_seq_frac 0.644 \
    vias_per_cell 5.75 \
    cts-root-buf "clkbuf_16" \
    ys_warn_count 3 \
    cp_data_arrival_time_ns 2.02 \
    tightest_slew_ns 0.599 \
    synth_flops 128 \
    rsz0062_at_grt "true" \
    die-area_um2 15400 \
    grt_pass1_vias 3916 \
    syn_inst 295 \
    track_usage 0.231 \
    grt_pass1_wl_mm 22.4 \
    drc_errors 0 \
    cts_buffers 17 \
    final_layout_top_logic_cells "edfxtp_1, mux4_2, buf_4" \
    synth_cell_types 19 \
    dieWidth_um 124 \
    regMostFlops "ram" \
    postSynthAreaPerCell_um2 20.2 \
    finalCriticalPeriod_ns 2.50 \
]
==> routing by layer <==
metal	vias up	GRT usage	share of wire
met1	1763	0.300	0.37
li1	1509	-	-
met4	2	0.0313	0.021
met5	-	0.0243	0.0030
met3	25	0.135	0.099
met2	179	0.362	0.51
==> worst max-delay path, delay by kind of cell (launching register included) <==
family | cells | cell delay, ns
AND-OR/OR-AND | 1 | 0.24
multiplexers | 1 | 0.49
buffers and inverters | 1 | 0.41
flip-flops | 1 | 0.38
AND/OR/NAND/NOR | 1 | 0.09
==> Yosys cell counts <==
library cell	number	area, um2
or3_1	1	6.26
nand2_1	18	67.6
buf_12	1	20.0
nor2b_1	4	25.0
nand4b_1	2	17.5
and2_1	2	12.5
clkbuf_1	4	15.0
nor2_1	14	52.6
edfxtp_1	128	3840
nor3_1	4	20.0
buf_1	8	30.0
buf_2	3	15.0
a22oi_1	32	240
mux4_2	44	991
buf_6	5	56.3
nand4_1	1	6.26
mux4_1	20	526
nand2b_1	2	12.5
buf_4	2	15.0
==> per-stage QoR <==
| stage | area [um2] | hold slack (ns) | cells |
|---|---|---|---|
| finish | 8020 | 0.979 | 605 |
| global route | 8020 | 1.01 | 605 |
| CTS | 7970 | 0.957 | 601 |
| detailed placement | 6940 | 1.44 | 545 |
| global placement | 6940 | 1.42 | 545 |
| floorplan | 5970 | 0.579 | 295 |
==> power breakdown <==
part | total [mW] | switching [mW] | internal (mW) | leakage [nW]
Combinational | 0.587 | 0.263 | 0.324 | 1.32
Sequential | 2.50 | 0.0106 | 2.49 | 1.15
Clock | 2.70 | 0.877 | 1.82 | 0.303
==> layout make-up <==
cell class                      instances  area, um2  share of cell area
Clock buffer                           19        433              0.0540
Clock inverter                         13        193              0.0240
Sequential cell                       128       3840               0.479
Multi-Input combinational cell        144       2070               0.258
Timing Repair Buffer                  117       1250               0.156
Tap cell                              184        230              0.0287
==> final timing paths <==
check / start / to / slack, ns / cells after the start
hold / removal: addr_in_0[3] / ram[9][4] / 0.98 / 4
setup / recovery: ram[11][7] / data_out_0[7] / -0.10 / 4
==> cells by family after synthesis <==
family                 count (synthesis)
buffers and inverters                 23
flip-flops                           128
AND-OR/OR-AND                         32
multiplexers                          64
AND/OR/NAND/NOR                       48
==> timing repair <==
item	CTS	global route
gates cloned	5	0
pin swaps	36	19
setup endpoints to repair	16	15
hold buffers	0	0
resized	104	20
setup buffers	19	6
Power is estimated from default activity; no workload was simulated.
