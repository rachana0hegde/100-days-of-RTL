File: design/flow/run.sh
#!/bin/bash
# OpenROAD 26Q1-2900-gdf79404cd8, Yosys 0.63+post, stock flow scripts
make -C /OpenROAD-flow-scripts/flow DESIGN_CONFIG=/design/flow/config.mk WORK_HOME=/design/flow/orfs finish
File: design/flow/config.mk
export PLATFORM = sky130hd
export DESIGN_NAME = alu_8bit
export DESIGN_NICKNAME = alu_8bit
export VERILOG_FILES = /design/flow/design.v
export SDC_FILE = /design/flow/constraint.sdc
export NUM_CORES = 4
export LEC_CHECK = 1
export CORE_AREA = 10 10 89 89
export DIE_AREA = 0 0 99 99
File: design/flow/constraint.sdc
current_design alu_8bit

set clk_period 5.9
set clk_io_pct 0.2

create_clock -name clk0 -period $clk_period

set non_clock_inputs [all_inputs -no_clocks]
set_input_delay [expr $clk_period * $clk_io_pct] -clock clk0 $non_clock_inputs
set_output_delay [expr $clk_period * $clk_io_pct] -clock clk0 [all_outputs]
File: design/flow/design.v
module alu_8bit (
    input  [7:0] A, B,
    input  [3:0] opcode,
    output reg [7:0] result,
    output reg carry_out,
    output reg zero
);
always @(*) begin
    carry_out = 0;  
    case (opcode)
        4'b0000: {carry_out, result} = A + B;       
        4'b0001: {carry_out, result} = A - B;       
        4'b0010: result = A & B;                    
        4'b0011: result = A | B;                    
        4'b0100: result = A ^ B;                    
        4'b0101: result = ~A;                       
        4'b0110: result = A << 1;                   
        4'b0111: result = A >> 1;                   
        default: result = 8'b00000000;
    endcase
    zero = (result == 8'b0);  
end
endmodule
==> impl_metrics.tcl <==
# collected from the flow reports
set metrics [dict create \
    status "finished, final reports clean" \
    postPlaceCellArea_um2 1820 \
    worst_slew_pin_slew_ns 0.880 \
    fmax_mhz 181 \
    finalMaxSlewViolations 0 \
    worstSetupPathType "in -> out" \
    area_growth_pct 24.7 \
    row_count 28 \
    crit_family "buffers and inverters" \
    grt_pass1_vias 1467 \
    fin_crit_sh 0.936 \
    die_h_um 99 \
    ys_cells 209 \
    ys.warnings.count 1 \
    postSynthSeqShare 0 \
    end_kind "primary output" \
    drive_gt1_frac 0.0524 \
    diodes 0 \
    pin_count 30 \
    clkbuf_count 0 \
    vias 1562 \
    postCtsSetupBuffers 0 \
    cpMaxStageDelayCell "clkdlybuf4s50_1" \
    core-area_um2 5990 \
    worstPathMaxFanout 4 \
    via_per_inst 5.14 \
    layout_top_cells "30 x clkdlybuf4s50_1, 26 x inv_1, 24 x ha_1, 13 x o21ai_0, 11 x nand2_1" \
    ctsResizeCount 0 \
    yosysTopAreaCellShare 0.205 \
    cp_num_buf_inv 3 \
    chipArea_um2 9800 \
    wire_per_inst_um 14.8 \
    ir_worst_vdd_mv 0.0235 \
    drc 0 \
    syn_area_per_cell_um2 6.99 \
    drtAntennaViolNets 0 \
    lay_top_count "clkdlybuf4s50_1" \
    pre_cts_slack_ns 0.384 \
    maxCapViolCount 0 \
    worstPathRequired_ns 4.72 \
    flops 0 \
    warning_count 48 \
    min_period_ns 5.52 \
    portBuffers 30 \
    post-synth-top-area-cell "ha_1" \
    die_w_um 99 \
    p_per_area_nw_per_um2 77.7 \
    routed_wl_mm 4.49 \
    setup_tns_ns 0 \
    place_congestion 0.912 \
    grtUsageTotal 0.0862 \
    postLayoutCellArea_um2 1820 \
    regArea_um2 0 \
    rsz0062_at_grt "no" \
    grt_max_degree 22 \
    syn-cell-area_um2 1460 \
    yosysUniqueCellTypes 59 \
    drtIter0Drc 193 \
    overflow 0 \
    cts_hold_buf 0 \
    syn_inst 209 \
    slew_headroom 0.408 \
    dp_hpwl_mm 3.60 \
    ys_area_um2 1460 \
    initial_core_util 0.244 \
    first_pass_iters 4 \
    crit_arrival_ns 4.34 \
    setup_ws_ns 0.378 \
    hold_violations 0 \
    cpPeakStageDelay_ns 0.57 \
    antenna_found_initial 0 \
    hold_path_class "in -> out" \
    p_leak_nw 0.748 \
    topCellsByArea "ha_1 21%, inv_1 6.7%, o21ai_0 4.5%" \
    path_cells "clkdlybuf4s50_1 > inv_1 > ha_1 > a211oi_1 > nor3_1 > or3_1 > a31o_1 > or4b_1 > nor4_2 > clkdlybuf4s50_1" \
    critical_path.startpoint_type "input port" \
    grt_pass1_wl_mm 7.31 \
    crit_top_cell "clkdlybuf4s50_1" \
    finalSetupViolations 0 \
]
## routing by layer
| layer | share of wire | global-route usage | vias up |
|---|---|---|---|
| li1 | - | - | 808 |
| met4 | 0.024 | 0.0198 | 0 |
| met5 | 0 | 0 | - |
| met2 | 0.48 | 0.145 | 31 |
| met1 | 0.47 | 0.118 | 717 |
| met3 | 0.023 | 0.00352 | 6 |
## report_power, final
part           switching [mW]  internal (mW)
clock                       0              0
combinational          0.0735         0.0680
sequential                  0              0
## through the flow
stage	utilization	total power, mW	std cells	hold WS (ns)
floorplan	-	0.0864	209	2.51
global placement	0.304	0.141	304	3.60
detailed placement	0.304	0.141	304	3.58
CTS	0.304	0.141	304	3.59
global route	0.304	0.155	304	3.68
finish	0.304	0.141	304	3.57
## layout make-up
type,count,area (µm²)
well taps,75,93.8
multi-input cells,167,1280
fillers,632,4170
inverters,26,97.6
repair buffers,36,345
## kinds of logic after synthesis
logic type,after synthesis,share of synthesized area
adders and majority gates,26,0.233
buffers and inverters,42,0.121
muxes,7,0.0574
and+or+nand+nor,67,0.271
xor gates and xnor gates,3,0.0180
AOI/OAI and AO/OA,64,0.301
## cell usage after synthesis, types with 3 or more instances
library cell / count
nor3_1: 10
nand2b_1: 3
nand3_1: 3
nor3b_1: 6
mux2i_1: 5
ha_1: 24
nand2_1: 11
nor2b_1: 6
inv_1: 26
o21ai_0: 13
nand3b_1: 4
clkbuf_1: 5
buf_2: 9
o21bai_1: 4
nor2_1: 8
a31oi_1: 6
a211oi_1: 5
a21oi_1: 10
## final timing paths
kind	start	to	slack [ns]	cells after the start
setup / recovery	B[1]	zero	0.38	10
hold / removal	B[7]	carry_out	3.57	6
## tightest hold or removal path: cells and delay by family
kind	cells	cell delay (ns)
buffers and inverters	3	0.91
AND-OR/OR-AND	2	0.15
adder cells (fa/ha/maj)	1	0.14
Power and IR drop assume default switching activity.
